==> design.v <==
module REGISTER_FILE(
    input       SYS_clk,
    input       SYS_reset,
    input [4:0] rs1,
    input [4:0] rs2, 
    input [4:0] REG_write_address, 
    input [0:0] REG_write_enable, 
    input [31:0]REG_write_value, 
    input [4:0] test_register,
    output[31:0]value_need_to_test,
    output wire [31:0] REG_rs1_data, 
    output wire [31:0] REG_rs2_data
);
    reg [31:0] register [0:31];
    integer i;
    assign REG_rs1_data = register[rs1];
    assign REG_rs2_data = register[rs2];
    assign value_need_to_test = register[test_register];
    always @(posedge SYS_clk)
    begin 
        if (SYS_reset)
        begin
            for(i = 0; i<32 ; i=i+1)
                register[i] <= 32'b0;
        end
        else if(REG_write_enable && REG_write_address != 0)
        begin
            register[REG_write_address] <= REG_write_value;
        end
        register[0] <= 0;
    end
endmodule
==> run.sh <==
#!/bin/bash
# OpenROAD 26Q1-2900-gdf79404cd8, Yosys 0.63+post, stock flow scripts
make -C /OpenROAD-flow-scripts/flow DESIGN_CONFIG=/design/flow/config.mk WORK_HOME=/design/flow/orfs finish
==> config.mk <==
export PLATFORM = sky130hd
export DESIGN_NAME = REGISTER_FILE
export DESIGN_NICKNAME = REGISTER_FILE
export VERILOG_FILES = /design/flow/design.v
export SDC_FILE = /design/flow/constraint.sdc
export NUM_CORES = 4
export LEC_CHECK = 1
export CORE_UTILIZATION = 50
==> constraint.sdc <==
current_design REGISTER_FILE

set clk_period 14.6
set clk_io_pct 0.2

create_clock -name clk0 -period $clk_period [get_ports {SYS_clk}]

set non_clock_inputs [all_inputs -no_clocks]
set_input_delay [expr $clk_period * $clk_io_pct] -clock clk0 $non_clock_inputs
set_output_delay [expr $clk_period * $clk_io_pct] -clock clk0 [all_outputs]
==> impl_metrics.env <==
# physical design summary
export IMPL_status="finished clean"
export IMPL_drc=0
export IMPL_critPathRequiredTime_ps=11680
export IMPL_clockBufferDepth=3
export IMPL_peakVddDrop_v=0.00009226
export IMPL_pin_count=151
export IMPL_crit_buf_inv=4
export IMPL_fp_dieH_um=361.7
export IMPL_gp_congestion=0.9453
export IMPL_synth_top_cell_by_area="edfxtp_1"
export IMPL_antenna_found_initial=15
export IMPL_pwr_density_cell_nw_per_um2=107.2
export IMPL_cts_htree_levels=3
export IMPL_worstHoldEndpoint="register[13][21]"
export IMPL_place_area_um2=67150
export IMPL_worst_setup_path_type="in2out"
export IMPL_min_delay_start="REG_write_value[21]"
export IMPL_totalNegativeSetupSlack_ps=0
export IMPL_ys_seq_share_pct=47.04
export IMPL_die_area_um2=130800
export IMPL_critPathTopFamily="buffers and inverters"
export IMPL_timing_fmax_mhz=99.40
export IMPL_yosys_stat_cells=5762
export IMPL_drive_gt1_share_pct=7.643
export IMPL_pre_cts_ws_ps=4673
export IMPL_hold_viol=0
export IMPL_postLayoutCellArea_um2=70890
export IMPL_largestRegisters="register: 1024 flops"
export IMPL_ys_types=32
export IMPL_report_final_slew_viol_count=0
export IMPL_drt_iter0_drc=4010
export IMPL_max_flop_register="register"
export IMPL_crit_slowest_cell="buf_4"
export IMPL_fillerInstances=10600
export IMPL_largest_register_ffs=1024
export IMPL_grt_pass1_vias=48760
export IMPL_yosys_area_um2=64690
export IMPL_cts_tree="built"
export IMPL_core_area_um2=128000
export IMPL_ys_async_sr_fraction_pct=0
export IMPL_worstHoldPathCells=3
export IMPL_power_leakage_nw=28.43
export IMPL_fin_crit_ps=10060
export IMPL_relSlewSlack_pct=32.18
export IMPL_num_vias=48420
export IMPL_edf_count=992
export IMPL_ctsHoldBuffers=0
export IMPL_post_synth_top_count_cell="mux2i_1"
export IMPL_hp_class="in2reg"
export IMPL_finish_utilization_pct=55.38
export IMPL_worst_slew_pin_slew_ps=1015
export IMPL_wl_per_cell_um=33.69
export IMPL_common_cells="1536 x mux2i_1, 995 x and2_1, 992 x edfxtp_1"
export IMPL_critical_path_max_stage_delay_ps=700
export IMPL_timing_hold_ws_ps=3111
export IMPL_first_pass_iters=6
export IMPL_cts_root_buffer="clkbuf_16"
export IMPL_grt_first_pass_wirelength_um=355300
export IMPL_cts_buffers=117
export IMPL_io_buffers=150
export IMPL_fp_dieW_um=361.7
export IMPL_maxCapViolCount=0
export IMPL_final_cells=7523
export IMPL_grt_setup_unrepaired="no"
export IMPL_crit_path_end_kind="output port"
export IMPL_top_cell_area_share_pct=46.05
export IMPL_crit_cells=9
export IMPL_dp_cells=7289
export IMPL_grt_max_degree=94
export IMPL_grt_ovfl_total=0
export IMPL_setup_slack_ps=4540
export IMPL_ys_top_cells_by_area="edfxtp_1 46%, mux2i_1 24%, and2_1 9.6%"
export IMPL_yosys_warnings=1
export IMPL_syn2layout_area_growth_pct=9.587
export IMPL_ff_type="edfxtp_1"
export IMPL_cts_resized=0
export IMPL_placementRows=131
export IMPL_viasPerCell=6.436
export IMPL_worstPathArrival_ps=7140
export IMPL_routed_wl_um=253400
export IMPL_cts_sinks=1024
export IMPL_worstSetupStartpointType="input pin"
export IMPL_warnings=27
export IMPL_ys_seq_elements=1024
export IMPL_seq_area_um2=30430
export IMPL_total_power_mw=7.596
export IMPL_netlist_area_um2=64690
export IMPL_track_usage_pct=41.31
export IMPL_syn_avg_cell_area_um2=11.23
export IMPL_crit_fanout=34
export IMPL_fp_util_pct=50.54
export IMPL_hpwl_um=142300
export IMPL_cts_clk_slew_worst_paths_ps=60
export IMPL_postSynthCellCount=5762
export IMPL_finalCritPeriodShare_pct=68.90
export IMPL_ant_nets=0
export IMPL_post_cts_setup_buffer_count=0
export IMPL_setup_viol=0
export IMPL_worstPathCellList="clkdlybuf4s50_1 > and2_4 > buf_4 > buf_4 > a22o_1 > nor3_1 > a31oi_1 > nand3_1 > clkdlybuf4s50_1"
export IMPL_layout_area_comb_um2=31510
metal layers:
| layer | track usage (%) | part of all wire [%] |
|---|---|---|
| met3 | 20.83 | 13 |
| met1 | 53.05 | 36 |
| met4 | 21.78 | 6.9 |
| met5 | 0.9249 | 0.089 |
| met2 | 59.11 | 44 |
kinds of logic (layout without fill, tap and decap cells):
group | count (synthesis) | count (layout) | synth area share, %
buf+inv | 571 | 561 | 4.833
compound gates | 864 | 864 | 9.098
other cells | 1 | 43 | 0.005797
mux | 1536 | 1536 | 23.77
flops | 1024 | 1024 | 47.04
simple gates | 1766 | 1766 | 15.26
how the worst max path moves through the flow:
stage | from | to
CTS | rs2[0] | REG_rs2_data[13]
finish | rs2[2] | REG_rs2_data[15]
global route | rs2[0] | REG_rs2_data[13]
cell type report:
class                           count  share of cell area (%)
Clock buffer                      162                   4.513
Clock inverter                     61                  0.7254
Tap cell                         1729                   3.051
Antenna cell                       11                 0.03883
Sequential cell                  1024                   42.92
Multi-Input combinational cell   4198                   44.44
Timing Repair Buffer              338                   4.306
placed cells by master, fill, tap and decap left out, drive strengths merged:
cell type	synthesis	routed
a22oi	288	288
mux2i	1536	1536
nand2b	7	7
conb	1	32
clkdlybuf4s50	0	147
a22o	192	192
diode	0	11
nor2	36	36
or2	34	34
edfxtp	992	992
clkinvlp	0	3
inv	0	2
or3	2	2
clkinv	0	48
nand3b	4	4
nor2b	6	6
nor3	96	96
nand2	293	293
buf	264	191
or3b	2	2
a21oi	288	288
clkbuf	307	162
nand3	290	290
and2	995	995
and2b	1	1
a31oi	96	96
dfxtp	32	32
bufinv	0	8
power by group:
part,total (mW),switching (mW),internal [mW]
combinational,1.19,0.745,0.444
sequential,3.50,0.116,3.39
clock,2.91,1.24,1.66
total,7.60,2.10,5.49
No activity file was given, so power comes from the tool's default toggle rates.
